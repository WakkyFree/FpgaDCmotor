==> flow/design.v <==
module motor_controller #(
  parameter DEAD_TIME = 27'd124999999
) (
input         CLK,
input         RST,
input         SW,
input         BTN,
output        MOTOR_DIR,
output        MOTOR_EN
);
reg r_motor_dir;
reg [26:0]  r_counter;
always @ (posedge CLK) begin
  r_motor_dir <= MOTOR_DIR;
end
always @ (posedge CLK) begin   
  if (RST)
    r_counter <= 27'd0;
  else if (r_motor_dir ^ MOTOR_DIR)   
    r_counter <= r_counter + 27'd1;
  else if (r_counter == DEAD_TIME)
    r_counter <= 27'd0;
  else if (|r_counter)
    r_counter <= r_counter + 27'd1;
  else
    r_counter <= 27'd0;
end
assign MOTOR_DIR = SW;
assign MOTOR_EN = BTN & ~|r_counter;
endmodule
module zybo_top (
input         CLK,
input         RST,
input         SW0,
input         BTN0,
output [3:0]  LED,
output        MOTOR_DIR1,
output        MOTOR_EN1,
output        MOTOR_DIR2,
output        MOTOR_EN2
);
motor_controller #(.DEAD_TIME(27'd124999999)) motor_controller1 (
  .CLK(CLK),
  .RST(RST),
  .SW(SW0),
  .BTN(BTN0),
  .MOTOR_DIR(MOTOR_DIR1),
  .MOTOR_EN(MOTOR_EN1)
);
assign LED[0] = MOTOR_DIR1;
assign LED[1] = MOTOR_EN1;
assign LED[2] = SW0;
assign LED[3] = BTN0;
assign MOTOR_DIR2 = 1'b0;
assign MOTOR_EN2 = 1'b0;
endmodule
==> flow/run.sh <==
#!/bin/bash
# OpenROAD 26Q1-2900-gdf79404cd8, Yosys 0.63+post, stock flow scripts
make -C /OpenROAD-flow-scripts/flow DESIGN_CONFIG=/design/flow/config.mk WORK_HOME=/design/flow/orfs finish
==> flow/config.mk <==
export PLATFORM = sky130hd
export DESIGN_NAME = zybo_top
export DESIGN_NICKNAME = zybo_top
export VERILOG_FILES = /design/flow/design.v
export SDC_FILE = /design/flow/constraint.sdc
export NUM_CORES = 4
export LEC_CHECK = 1
export CORE_AREA = 10 10 92 92
export DIE_AREA = 0 0 102 102
==> flow/constraint.sdc <==
current_design zybo_top

set clk_period 3.2
set clk_io_pct 0.2

create_clock -name clk0 -period $clk_period [get_ports {CLK}]

set non_clock_inputs [all_inputs -no_clocks]
set_input_delay [expr $clk_period * $clk_io_pct] -clock clk0 $non_clock_inputs
set_output_delay [expr $clk_period * $clk_io_pct] -clock clk0 [all_outputs]
==> GITHUB_STEP_SUMMARY <==
### Metrics collected by this job

| Metric | Value |
|---|---|
| Max-area cell share | `0.3715` |
| Share of layout cells above drive strength 1 | `0.06593` |
| Seq cells post-synth | `28` |
| Cells after synthesis | `around 180` |
| Yosys top cell by area | `dfxtp_1` |
| Leak Pwr | `0.5053 nW` |
| Antenna viol nets, final | `0` |
| Initial antenna violation count | `0` |
| Vias in the first global route | `about 1,200` |
| EDFF count, synth | `0` |
| Slowest CP cell | `clkdlybuf4s50_1` |
| Min Clock Period, post-route | `between 2 and 3 ns` |
| Async SR Flop Fraction | `0` |
| CP Data Arrival Time | `2.27 ns` |
| Tot Pwr | `roughly 0.6 mW` |
| Via Count | `1,312` |
| Core Area | `roughly 6500 um^2` |
| Yosys warns | `1` |
| Max-cap violations | `0` |
| Avg Cell Area, Syn | `8.337 um^2` |
| Ratio of routed vias to standard cells | `5.066` |
| Init Core Util | `0.2336` |
| Total CTS buffers | `3` |
| Drt pass-1 iters | `4` |
| CTS sink cnt | `28` |
| Row count | `29` |
| RSZ-0062 raised after global routing | `no` |
| Outcome | `complete, no violations` |
| FMAX | `between 0.3 and 0.4 GHz` |
| Synthesized area | `1509 um^2` |
| Crit path cell chain | `nor4_1 -> nand4_1 -> nor4b_2 -> and2_1 -> clkdlybuf4s50_1` |
| Hold-fix buffers at CTS | `0` |
| Grt ovf | `0` |
| Root Buffer | `clkbuf_8` |
| Total tool warning count | `26` |
| Area grow syn2layout | `11.11%` |
| Critical path fanouts, max | `7` |
| Crit path largest cell delay | `about 0.47 ns` |
| Port bufs | `9` |
| Clock Path Buffers | `2` |
| Crit Path Class | `flip-flop to output port` |
| Critical Path RT | `2.56 ns` |
| Global-route wire length before repair | `about 5800 um` |
| Fin crit share | `0.9109` |
| Fin util | `0.2596` |
| Hold Crit Class | `flip-flop to flip-flop` |
| FILL cells | `703` |
| DR WL/cell | `around 13 um` |
| Cell Type Count | `35` |
| Final Hold Fails | `0` |
| I/O pin count | `12` |
| Chip Area, Yosys | `between 1500 and 2000 um^2` |
| Worst clock skew | `around 0.0028 ns` |
| CP Buf/Inv Count | `1` |
| Final wirelength | `about 3400 um` |
| CP startpoint kind | `flip-flop` |
| Later-pin clock latency in the skew report | `0.27 ns` |
| Most instantiated logic cells after routing | `dfxtp_1, nor2_1, nand4_1` |
| Die X | `102 um` |
| Top cell excl fill/tap | `dfxtp_1` |
| Worst VDD drop | `~0.00033 V` |
| Main area contributors | `dfxtp_1, nand4_1, nor2_1` |
| Worst-path clk slew | `about 0.090 ns` |
| Die height | `around 100 um` |
| Die Size | `10,400 um^2` |
| TNS Setup | `0 ns` |
| Residual DRC | `0` |
| Crit. End Element | `output port` |
| Worst Max-Slew Pin Slew | `about 0.56 ns` |
| Pwr dens | `359.0 nW/um^2` |
| Slew margin rel. | `0.6285` |
| Final HPWL DP | `roughly 2500 um` |
| Register share after synthesis | `0.3715` |
| H-tree depth | `1` |
| Routability-driven placement congestion ratio | `around 0.85` |
| GRT Overall Usage | `0.06701` |
| Ant diodes | `0` |
| DRT iter0 DRCs | `around 77` |
| Ys flop type | `dfxtp_1` |
| CP delay by family, top | `simple AND/OR/NAND/NOR gates` |
| Number of setup violations in the final report | `0` |
| # Cells Yosys | `~180` |
| CTS tree | `done` |
| Final Max Slew Viols | `0` |
| Largest net degree at the start of global routing | `15` |
cells by family after synthesis:
| kind of cell | share of synthesized area |
|---|---|
| adders and majority gates | 0.01658 |
| and+or+nand+nor | 0.3383 |
| buffers and inverters | 0.07131 |
| DFF | 0.3715 |
| xor gates and xnor gates | 0.08126 |
| AOI/OAI and AO/OA | 0.1186 |
| other | 0.002485 |
final cells by class:
class                           instances  area, um^2  area share
Multi-Input combinational cell        135       850.8      0.5075
Tap cell                               77       96.34     0.05746
Inverter                                4       15.01    0.008955
Sequential cell                        28       560.5      0.3343
Clock buffer                            3       41.29     0.02463
Timing Repair Buffer                   12       112.6     0.06716
state kept, by name, indices dropped and copies added, names as in the netlist:
name                           count
motor_controller1.r_motor_dir      1
motor_controller1.r_counter       27
cells in the mapped netlist (2+ instances only):
cell	instances
dfxtp_1	28
nor2_1	21
nand4_1	13
a21oi_1	12
nand2_1	11
buf_4	8
nand3_1	8
or4_1	8
xor2_1	8
xnor2_1	6
and4_1	5
buf_2	5
o31ai_1	5
inv_1	4
nor4_1	4
o21ai_0	4
or3_1	4
and2_1	3
and3_1	3
nor3_1	3
clkbuf_1	2
ha_1	2
nor4b_1	2
tightest hold or removal path, delay by kind of cell (launching register included):
family	cells	cell delay, ns
AND-OR/OR-AND	2	0.11
flip-flops	1	0.34
timing repair:
action / 4_1_cts / 5_1_grt
resized: 0 / 1
endpoints found under the setup margin: 0 / 2
setup buffers: 0 / 0
path summary, 6_finish.rpt:
path | from | end | slack [ns] | cells after the start
max | motor_controller1.r_counter[20] | MOTOR_EN1 | 0.29 | 5
min | motor_controller1.r_counter[26] | motor_controller1.r_counter[26] | 0.50 | 2
max reg2reg | motor_controller1.r_counter[0] | motor_controller1.r_counter[19] | 0.93 | 6
min reg2reg | motor_controller1.r_counter[26] | motor_controller1.r_counter[26] | 0.50 | 2
layer usage:
metal,up-vias,part of all wire,GRT usage
li1,662,-,-
met1,628,0.50,0.09129
met2,20,0.44,0.1077
met3,2,0.056,0.02113
met4,0,0.0042,0.003254
met5,-,0,0
per-stage QoR:
stage,setup WS (ns),cell area (um^2),hold WS [ns],instances
6_report,0.2853,1677,0.4994,259
3_5_place_dp,0.5266,1629,0.4925,256
3_3_place_gp,0.5507,1629,0.4899,256
5_1_grt,0.09377,1677,0.5307,259
4_1_cts,0.2060,1670,0.5046,259
2_1_floorplan,1.036,1513,0.4565,182
where the power goes:
group / total, mW / internal [mW] / leakage (nW) / switching, mW
clock: 0.189 / 0.0845 / 0.0216 / 0.104
combinational: 0.0538 / 0.0308 / 0.257 / 0.0230
sequential: 0.359 / 0.353 / 0.226 / 0.00614
total: 0.602 / 0.469 / 0.505 / 0.133
No activity file was given, so power comes from the tool's default toggle rates.
