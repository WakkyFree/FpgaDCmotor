==> ./design.v <==
module motor_controller_pwm #(
  parameter DEAD_TIME = 27'd124999999
) (
input         CLK,   
input         RST,
input         SW,
input         BTN,
input         PWM_EN,
output        MOTOR_DIR,
output        MOTOR_EN
);
parameter PWM_TIME = 17'd124999;         
parameter DUTY_LOW_TIME = 17'd74999;     
reg r_motor_dir;
reg [26:0]  r_dead_time_counter;
reg [16:0]  r_pwm_counter;
wire w_pwm_enable;
always @ (posedge CLK) begin
  r_motor_dir <= MOTOR_DIR;
end
always @ (posedge CLK) begin   
  if (RST)
    r_dead_time_counter <= 27'd0;
  else if (r_motor_dir ^ MOTOR_DIR)   
    r_dead_time_counter <= r_dead_time_counter + 27'd1;
  else if (r_dead_time_counter == DEAD_TIME)
    r_dead_time_counter <= 27'd0;
  else if (|r_dead_time_counter)
    r_dead_time_counter <= r_dead_time_counter + 27'd1;
  else
    r_dead_time_counter <= 27'd0;
end
always @ (posedge CLK) begin   
  if (RST)
    r_pwm_counter <= 17'd0;
  else if (BTN & ~|r_dead_time_counter) 
    r_pwm_counter <= r_pwm_counter + 17'd1;
  else if (r_pwm_counter == PWM_TIME)
    r_pwm_counter <= 17'd0;
  else
    r_pwm_counter <= 17'd0;
end
assign w_pwm_enable = (r_pwm_counter > 11'd0) && (r_pwm_counter <= DUTY_LOW_TIME);
assign MOTOR_DIR = SW;
assign MOTOR_EN = PWM_EN ? w_pwm_enable: BTN & ~|r_dead_time_counter;
endmodule
==> ./run.sh <==
#!/bin/bash
# OpenROAD 26Q1-2900-gdf79404cd8, Yosys 0.63+post, stock flow scripts
make -C /OpenROAD-flow-scripts/flow DESIGN_CONFIG=/design/flow/config.mk WORK_HOME=/design/flow/orfs finish
==> ./config.mk <==
export PLATFORM = sky130hd
export DESIGN_NAME = motor_controller_pwm
export DESIGN_NICKNAME = motor_controller_pwm
export VERILOG_FILES = /design/flow/design.v
export SDC_FILE = /design/flow/constraint.sdc
export NUM_CORES = 4
export LEC_CHECK = 1
export CORE_UTILIZATION = 40
==> ./constraint.sdc <==
current_design motor_controller_pwm

set clk_period 5.2
set clk_io_pct 0.2

create_clock -name clk0 -period $clk_period [get_ports {CLK}]

set non_clock_inputs [all_inputs -no_clocks]
set_input_delay [expr $clk_period * $clk_io_pct] -clock clk0 $non_clock_inputs
set_output_delay [expr $clk_period * $clk_io_pct] -clock clk0 [all_outputs]
==> impl_metrics.ini <==
; implementation run metrics
[drt]
antenna_cells = 0
first_pass_iters = 4
drc = 0
wl_um = 4120
via_per_inst = 5.03
via_count = 1671
ant_nets = 0
drtIter0Drc = 74
detail_route.wl_per_cell_um = 12.4

[final_layout]
drive_gt1_share_pct = 10.4
final_cells = 332
syn_to_final_growth_pct = 6.81
finalCoreUtilization_pct = 44.6

[grt]
grt_max_degree = 27
grt_pass1_wl_um = 7200
grt_pass1_vias = 1481
antenna_found_initial = 0
grt_usage_pct = 15.0
overflow = 0

[synthesis]
ys_async_sr_fraction_pct = 0
synthCells = 257
ff_type = dfxtp_1
syn_avg_cell_area_um2 = 9.00
yosysTopAreaCell = dfxtp_1
ys_seq_share_pct = 38.9
top_cells_by_count = 50 x nor2_1, 45 x dfxtp_1, 25 x xnor2_1, 16 x nand2_1, 16 x xor2_1
netlist_area_um2 = 2310
synth.most_common_cell = nor2_1
netlist.area_leader.share_pct = 38.9
ys_area_um2 = 2310
ys.flops = 45
area_leaders = dfxtp_1 39%, xnor2_1 9.5%, nor2_1 8.1%
yosysWarnings = 1
synth-edff-count = 0
synth_cell_types = 37
yosys_cells = 257

[clock_tree]
ctsResizeCount = 0
clk_latency_ns = 0.30
clock_sinks = 45
htree_levels = 2
post-cts-setup-buffer-count = 0
clk_pin_slew_ns = 0.09
cts_tree = done
cts_buffers = 5
hold_buffers = 0
clockBufferDepth = 2
cts_root_buffer = clkbuf_8

[setup_path]
arrival_ns = 2.43
r2r-end = r_dead_time_counter[2]$_SDFF_PP0_
crit_end = MOTOR_EN
critPathKind = input port to output port
reg2reg_slack_ns = 3.17
cp_slowest_cell = clkdlybuf4s50_1
critPathCaptureType = output port
reg2reg_from = r_dead_time_counter[0]$_SDFF_PP0_
critPathLaunchType = input port
crit_start = PWM_EN
rr_worst_depth = 6
path_cells = clkdlybuf4s50_1 -> nand3_1 -> nor2_1 -> nand4_1 -> nand3_1 -> clkdlybuf4s50_1
critPathMaxStageDelay_ns = 0.50
cp_max_fo = 3
crit_required_ns = 4.16

[final_timing]
setup_violations = 0
clock_skew_ns = 0.00931
tightestPinTransition_ns = 0.651
rsz0062_at_grt = no
timing.final.crit_share_pct = 66.7
drv_slew = 0
fin_crit_ns = 3.47
hold_slack_ns = 0.521
final-hold-violation-count = 0
fmax_mhz = 288
setup_tns_ns = 0
maxSlewHeadroom_pct = 56.5

[placed_design]
numPortBuffers = 6
gp_congestion = 0.831
hpwlAfterDp_um = 2820
numPlacedInstances = 324

[floorplan]
core-area_um2 = 5540
initCoreUtil_pct = 41.8
die_x_um = 78.1
die_h_um = 78.1
rows = 27
die_area_um2 = 6090
io_pins = 7

[pwr]
powerDensity_nw_per_um2 = 246
ir_drop_uv = 161
p_leak_nw = 0.880

[status]
status = finished clean

[job]
drv_cap = 0
warnings = 27

[hold_path]
hold_path.class = flip-flop to flip-flop
[layout make-up]
cell class | instances | area, µm²
flip-flops and latches | 45 | 901
clock buffers | 5 | 68.8
clock inverters | 3 | 17.5
well taps | 72 | 90.1
inverters | 9 | 33.8
multi-input cells | 192 | 1300
fillers | 562 | 3070
repair buffers | 6 | 60.1
[through the flow]
stage | setup WS, ns | cell area, µm² | power [mW]
after floorplan | 2.82 | 2310 | 0.392
after global placement | 1.75 | 2380 | 0.404
after detailed placement | 1.74 | 2380 | 0.404
after CTS | 1.72 | 2470 | 0.620
after global routing | 1.66 | 2470 | 0.639
final | 1.73 | 2470 | 0.608
[worst max-delay path: cells and delay by family]
kind	cells	cell delay [ns]
buffers and inverters	2	0.97
and+or+nand+nor	4	0.42
[power by group]
part           switching, mW  leakage [nW]  internal (mW)
Clock                  0.120        0.0439         0.0929
Sequential           0.00451         0.363          0.349
Combinational         0.0239         0.473         0.0185
[layer usage]
metal / vias to the layer above / track usage (%) / wire, µm / share of wire (%)
li1: 883 / - / - / -
met1: 774 / 25.2 / 2310 / 56
met2: 12 / 20.6 / 1680 / 41
met3: 2 / 3.07 / 104 / 2.5
met4: 0 / 1.30 / 24 / 0.58
met5: - / 0 / 0 / 0
[worst min-delay path by stage]
| stage | start | endpoint | cells after the start |
|---|---|---|---|
| final | r_dead_time_counter[0]$_SDFF_PP0_ | r_dead_time_counter[0]$_SDFF_PP0_ | 1 |
| after global routing | r_dead_time_counter[0]$_SDFF_PP0_ | r_dead_time_counter[0]$_SDFF_PP0_ | 1 |
| after CTS | r_dead_time_counter[0]$_SDFF_PP0_ | r_dead_time_counter[0]$_SDFF_PP0_ | 1 |
[sequential cells by signal, indices dropped and copies added, names as in the netlist]
signal and cells:
r_motor_dir 1, r_pwm_counter 17, r_dead_time_counter 27
[layout by cell type (no fill, tap or decap), types with 3 or more instances in the layout]
cell / n
nand4_1: 9
xnor2_1: 25
clkbuf_8: 5
and4_1: 4
inv_1: 9
and3_4: 3
nand3_1: 15
clkdlybuf4s50_1: 6
dfxtp_1: 45
nand2_1: 16
nor2_1: 50
xor2_1: 16
nor4_1: 8
and3_1: 6
a211oi_1: 3
nor3_1: 9
ha_1: 4
[cell families (layout without fill, tap and decap cells)]
kind of cell | count (synthesis) | after routing | synth area share [%]
simple gates | 138 | 138 | 35.3
fa+ha+maj | 4 | 4 | 2.16
compound gates | 9 | 9 | 3.19
buf+inv | 20 | 23 | 4.87
xor+xnor | 41 | 41 | 15.5
flops | 45 | 45 | 38.9
Power figures rest on the tool's default switching activity, not on a simulated workload.
